[./run.sh]
#!/bin/bash
# OpenROAD 26Q1-2900-gdf79404cd8, Yosys 0.63+post, stock flow scripts
make -C /OpenROAD-flow-scripts/flow DESIGN_CONFIG=/design/flow/config.mk WORK_HOME=/design/flow/orfs finish
[./config.mk]
export PLATFORM = sky130hd
export DESIGN_NAME = btncln
export DESIGN_NICKNAME = btncln
export VERILOG_FILES = /design/flow/design.v
export SDC_FILE = /design/flow/constraint.sdc
export NUM_CORES = 4
export LEC_CHECK = 1
export CORE_AREA = 10 10 85 85
export DIE_AREA = 0 0 95 95
[./constraint.sdc]
current_design btncln

set clk_period 3.3
set clk_io_pct 0.2

create_clock -name clk0 -period $clk_period [get_ports {clock}]

set non_clock_inputs [all_inputs -no_clocks]
set_input_delay [expr $clk_period * $clk_io_pct] -clock clk0 $non_clock_inputs
set_output_delay [expr $clk_period * $clk_io_pct] -clock clk0 [all_outputs]
[./design.v]
module btncln(
    input clock,
    input reset,
    input raw,
    output clean
    );
    wire found_re;
    r_e_d risingedge(.clock(clock),.reset(reset),.raw(raw),.found_re(found_re));
    pulse_generator #(4095) pulse_generator(.clock(clock),.reset(reset),.raw(raw),.found_re(found_re),.clean(clean));
endmodule
module pulse_generator #(parameter COUNT = 4095)	 
		  (input  clock,		 
	       input  reset,		 
	       input  found_re,		 
	       input  raw,			 
	       output clean			 
	       );
   reg [11:0] counter;	 
   wire pulse; 			 
   always @ (posedge clock)
    begin
		if (reset) counter <= 12'd0; 						 
		else	
		if (counter != 12'd0) counter <= counter - 12'd1;	 
		else
			if (found_re) counter <= COUNT;					 
			else counter <= counter;						 
	end
	assign pulse = (counter == 12'd1); 	 
   assign clean = (raw && pulse);		 
endmodule
module r_e_d(input  clock,   
        input reset,         
        input  raw,          
        output found_re      
        );
   reg currentInput, prevInput;        
    always @ (posedge clock)   
        if (reset) 
            begin
                currentInput <= 1'd0; 
                prevInput <= 1'd0 ;
            end
        else 
            begin
                currentInput <= raw;         
                prevInput<=currentInput;     
            end 
    assign found_re=(currentInput && !prevInput);    
endmodule
==> results.cfg <==
; synthesis and place-and-route metrics
[run_status]
status = complete, no violations

[detailed_routing]
drt_first_iter_violations = 82
drt-pass1-iter-count = 4
vias_per_cell = 4.11
vias = 633
route.detailed.drc = 0
ant_nets = 0
wirelength_mm = 1.55
routedWlPerCell_um = 10.1
antenna_cells_inserted = 0

[floorplanning]
rows = 27
die_width_um = 95
pin_count = 4
die_h_um = 95
core_region_area_sq_um = 5470
fp_util = 0.133
die_area_sq_um = 9030

[clock_tree]
cts_hold_buf = 0
ctsResizeCount = 0
cts_max_level = 1
insertion_delay_ns = 0.24
post-cts-setup-buffer-count = 0
cts_buffers = 3
clk_pin_slew_ns = 0.06
cts_num_sinks = 14
cts_tree = yes
clk_path_buf_depth = 2
cts.root.buffer_cell = clkbuf_8

[logic_synthesis]
avgSynthCellArea_sq_um = 9.44
synth.distinct_cells = 28
synth_top_area_share = 0.386
yosys_cells = 77
synthCells = 77
ys_top_cells_by_area = dfxtp_1, a211oi_1, a311oi_1, ha_1, nor2b_1
numSynthFlops = 14
synth_area_sq_um = 727
ys_seq_share = 0.386
yosys_area_sq_um = 727
ys_warn_count = 2
top_area_cell = dfxtp_1

[placement]
finalWeightedCongestion = 0.852
hpwl_mm = 1.09
dp_slack_ns = 0.737
port_buffers = 3
placed_area_sq_um = 843

[timing]
slew_headroom = 0.645
finalWorstSetupSlack_ns = 0.684
slew_violations = 0
rsz0062_at_grt = false
setup_tns_ns = 0
fin_crit_ns = 2.62
fin_crit_sh = 0.793
worst_slew_pin_slew_ns = 0.529
fmax_mhz = 382
hold_viol = 0
setup_violations = 0
finClkSkew_ns = 0.00256

[global_routing]
top_usage_layer = met1
grt_pass1_vias = 593
grt_pass1_wl_mm = 2.70
grt_remaining_overflow = 0
grt_start_max_net_pins = 15
grt_usage = 0.0362
grt.met3_usage = 0.0144
use_met1 = 0.0534
antenna_found_initial = 0
gr-usage-met2 = 0.0486

[final_layout]
areaGrowthSynthToFinish_pct = 21.7
drive_gt1_frac = 0.110
design_area_sq_um = 885
fillCellCount = 618

[power_and_ir_drop]
p_per_area_nw_per_um2 = 1100
p_leak_nw = 0.279
finalPower_uw = 975
vdd_drop_max_v = 0.000380

[critical_path]
cp_max_fo = 5
cp-end-kind = output pin
required_ns = 2.64
arrival_ns = 1.96
critPathLaunchType = flop
crit_type = flop to output pin

[worst_hold_path]
hp-class = flop to flop

[run]
drv_cap = 0
warning_count = 27
==> routing by layer <==
layer | part of all wire | wire, um | up-vias
met4 | 0.025 | 38 | 0
met2 | 0.42 | 647 | 18
met3 | 0.068 | 106 | 4
li1 | - | - | 320
met5 | 0 | 0 | -
met1 | 0.49 | 756 | 291
==> cell usage after synthesis, drive strengths merged <==
library cell / instances
dfxtp: 14
a211oi: 11
a311oi: 7
nor3: 6
nor2: 5
nor2b: 5
nor4: 4
ha: 3
inv: 3
nand2: 3
nand4: 2
or2: 2
or4: 2
a21oi: 1
a221oi: 1
a31oi: 1
clkbuf: 1
nand2b: 1
o21a: 1
o21ai: 1
or3: 1
or3b: 1
or4b: 1
==> sequential cells by signal (all words and copies together), names as in the netlist <==
| name | flops |
|---|---|
| risingedge.currentInput | 1 |
| pulse_generator.counter | 12 |
| risingedge.prevInput | 1 |
==> report_power, final <==
part           leakage, nW  internal [mW]  switching [mW]
clock network       0.0216         0.0806          0.0553
logic                0.142          0.219           0.286
registers            0.116          0.241          0.0938
total                0.279          0.540           0.435
==> per-stage QoR <==
step	hold slack (ns)	util	std cells
after floorplan	0.444	-	77
after global placement	0.482	0.154	151
after detailed placement	0.474	0.154	151
after CTS	0.498	0.162	154
after global routing	0.511	0.162	154
final	0.498	0.162	154
==> cell families after synthesis <==
| family | count (synthesis) | share of synthesized area |
|---|---|---|
| DFF | 14 | 0.386 |
| adders and majority gates | 3 | 0.0516 |
| and+or+nand+nor | 33 | 0.299 |
| buffers and inverters | 4 | 0.0206 |
| AOI/OAI and AO/OA | 23 | 0.243 |
==> critical path: stages (launching register included) <==
cell and delay [ns]:
dfxtp_1 0.35, or4_4 0.58, nor4_1 0.26, clkdlybuf4s50_1 0.51
==> cell usage in the layout, fill, tap and decap left out <==
cell             count
or2_1                1
nor4_2               1
ha_1                 3
nor3_2               1
or4_1                1
o21ai_0              1
nand2b_1             1
clkbuf_8             3
dfxtp_1             14
a221oi_1             1
or3b_2               1
or2_2                1
or4_4                1
or3_1                1
nand2_1              3
a31oi_1              1
inv_1                3
nand4_1              2
a211oi_1            11
nor3_1               5
a311oi_1             7
nor2b_1              5
a21oi_1              1
nor2_1               5
or4b_1               1
o21a_1               1
nor4_4               1
nor4_1               2
clkdlybuf4s50_1      3
==> cell type report <==
type | count | area (sq um) | area share
inverter | 3 | 11.3 | 0.0127
timing repair buffer | 3 | 30.0 | 0.0339
clock buffer | 3 | 41.3 | 0.0467
sequential | 14 | 280 | 0.317
tap | 72 | 90.1 | 0.102
multi-input combinational | 59 | 432 | 0.488
==> final timing paths <==
path / cells after the start / endpoint / slack, ns / startpoint
setup / recovery: 3 / clean / 0.68 / pulse_generator.counter[9]
hold / removal: 1 / risingedge.prevInput / 0.50 / risingedge.currentInput
hold reg to reg: 1 / risingedge.prevInput / 0.50 / risingedge.currentInput
setup reg to reg: 6 / pulse_generator.counter[10] / 1.35 / pulse_generator.counter[0]
Power figures rest on the tool's default switching activity, not on a simulated workload.
